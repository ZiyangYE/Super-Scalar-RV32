`/design/flow/design.v`:
```
module UART_APB (
  input      [3:0]    io_apb_PADDR,
  input      [0:0]    io_apb_PSEL,
  input               io_apb_PENABLE,
  output reg          io_apb_PREADY,
  input               io_apb_PWRITE,
  input      [31:0]   io_apb_PWDATA,
  output reg [31:0]   io_apb_PRDATA,
  output              io_apb_PSLVERROR,
  output              io_sio_txdata_valid,
  input               io_sio_txdata_ready,
  output reg [7:0]    io_sio_txdata_payload,
  input               io_sio_rxdata_valid,
  output reg          io_sio_rxdata_ready,
  input      [7:0]    io_sio_rxdata_payload,
  output reg [15:0]   io_sio_reg_ClkDiv,
  output              io_sio_reg_ROverRun,
  input               io_sio_reg_OverRun,
  output     [3:0]    io_sio_reg_TXThreshold,
  output     [3:0]    io_sio_reg_RXThreshold,
  input               io_sio_reg_TXBusy,
  input               io_sio_reg_RXBusy,
  input      [3:0]    io_sio_reg_TXCnt,
  input      [3:0]    io_sio_reg_RXCnt,
  input               clk,
  input               resetn
);
  wire       [2:0]    _zz_when_UART_APB_l137;
  wire       [2:0]    _zz_when_UART_APB_l137_1;
  wire       [2:0]    _zz_when_UART_APB_l144;
  wire       [2:0]    _zz_when_UART_APB_l144_1;
  reg                 ByteOrder;
  reg        [1:0]    AccessWidth;
  wire                busCtr_askWrite;
  wire                busCtr_askRead;
  wire                busCtr_doWrite;
  wire                busCtr_doRead;
  reg        [31:0]   CtrConvert_RPort;
  reg        [31:0]   CtrConvert_WPort;
  reg        [2:0]    CtrConvert_AccCfg;
  reg        [2:0]    CtrConvert_LstCfg;
  reg        [1:0]    TXConvert_counter;
  reg                 TXConvert_WritingSignal;
  wire                when_UART_APB_l68;
  wire                when_UART_APB_l74;
  reg        [7:0]    _zz_io_sio_txdata_payload;
  reg        [7:0]    _zz_io_sio_txdata_payload_1;
  wire                when_UART_APB_l92;
  wire                when_UART_APB_l97;
  reg        [2:0]    RXConvert_counter;
  reg                 RXConvert_ReadingSignal;
  reg        [31:0]   RXConvert_rxdata;
  wire                when_UART_APB_l114;
  wire                when_UART_APB_l121;
  wire                when_UART_APB_l137;
  wire                when_UART_APB_l144;
  wire                when_UART_APB_l152;
  assign _zz_when_UART_APB_l137 = (_zz_when_UART_APB_l137_1 + 3'b001);
  assign _zz_when_UART_APB_l137_1 = {1'd0, AccessWidth};
  assign _zz_when_UART_APB_l144 = (_zz_when_UART_APB_l144_1 + 3'b001);
  assign _zz_when_UART_APB_l144_1 = {1'd0, AccessWidth};
  always @(*) begin
    io_apb_PREADY = 1'b1;
    if(TXConvert_WritingSignal) begin
      if(when_UART_APB_l97) begin
        io_apb_PREADY = 1'b0;
      end
    end
    if(RXConvert_ReadingSignal) begin
      if(when_UART_APB_l144) begin
        io_apb_PREADY = 1'b0;
      end
    end
  end
  always @(*) begin
    io_apb_PRDATA = 32'h0;
    case(io_apb_PADDR)
      4'b1100 : begin
        io_apb_PRDATA[31 : 0] = RXConvert_rxdata;
      end
      4'b0000 : begin
        io_apb_PRDATA[31 : 0] = CtrConvert_RPort;
      end
      4'b0100 : begin
        io_apb_PRDATA[15 : 0] = io_sio_reg_ClkDiv;
      end
      default : begin
      end
    endcase
  end
  assign io_apb_PSLVERROR = 1'b0;
  assign busCtr_askWrite = ((io_apb_PSEL[0] && io_apb_PENABLE) && io_apb_PWRITE);
  assign busCtr_askRead = ((io_apb_PSEL[0] && io_apb_PENABLE) && (! io_apb_PWRITE));
  assign busCtr_doWrite = (((io_apb_PSEL[0] && io_apb_PENABLE) && io_apb_PREADY) && io_apb_PWRITE);
  assign busCtr_doRead = (((io_apb_PSEL[0] && io_apb_PENABLE) && io_apb_PREADY) && (! io_apb_PWRITE));
  always @(*) begin
    CtrConvert_AccCfg[2 : 1] = AccessWidth;
    CtrConvert_AccCfg[0] = ByteOrder;
  end
  always @(*) begin
    CtrConvert_RPort = 32'h0;
    CtrConvert_RPort[3 : 0] = io_sio_reg_RXCnt;
    CtrConvert_RPort[7 : 4] = io_sio_reg_TXCnt;
    CtrConvert_RPort[8] = io_sio_reg_RXBusy;
    CtrConvert_RPort[9] = io_sio_reg_TXBusy;
    CtrConvert_RPort[19 : 16] = io_sio_reg_RXThreshold;
    CtrConvert_RPort[23 : 20] = io_sio_reg_TXThreshold;
    CtrConvert_RPort[24] = io_sio_reg_OverRun;
    CtrConvert_RPort[25] = ByteOrder;
    CtrConvert_RPort[27 : 26] = AccessWidth;
  end
  assign io_sio_reg_RXThreshold = CtrConvert_WPort[19 : 16];
  assign io_sio_reg_TXThreshold = CtrConvert_WPort[23 : 20];
  assign io_sio_reg_ROverRun = CtrConvert_WPort[24];
  always @(*) begin
    TXConvert_WritingSignal = 1'b0;
    if(when_UART_APB_l68) begin
      TXConvert_WritingSignal = 1'b1;
    end
  end
  assign when_UART_APB_l68 = ((((io_apb_PADDR == 4'b1000) && (io_apb_PENABLE == 1'b1)) && (io_apb_PWRITE == 1'b1)) && (io_apb_PSEL[0] == 1'b1));
  assign when_UART_APB_l74 = (ByteOrder == 1'b0);
  always @(*) begin
    case(TXConvert_counter)
      2'b00 : begin
        _zz_io_sio_txdata_payload = io_apb_PWDATA[7 : 0];
      end
      2'b01 : begin
        _zz_io_sio_txdata_payload = io_apb_PWDATA[15 : 8];
      end
      2'b10 : begin
        _zz_io_sio_txdata_payload = io_apb_PWDATA[23 : 16];
      end
      default : begin
        _zz_io_sio_txdata_payload = io_apb_PWDATA[31 : 24];
      end
    endcase
  end
  always @(*) begin
    if(when_UART_APB_l74) begin
      io_sio_txdata_payload = _zz_io_sio_txdata_payload;
    end else begin
      io_sio_txdata_payload = _zz_io_sio_txdata_payload_1;
    end
  end
  always @(*) begin
    case(TXConvert_counter)
      2'b00 : begin
        _zz_io_sio_txdata_payload_1 = io_apb_PWDATA[31 : 24];
      end
      2'b01 : begin
        _zz_io_sio_txdata_payload_1 = io_apb_PWDATA[23 : 16];
      end
      2'b10 : begin
        _zz_io_sio_txdata_payload_1 = io_apb_PWDATA[15 : 8];
      end
      default : begin
        _zz_io_sio_txdata_payload_1 = io_apb_PWDATA[7 : 0];
      end
    endcase
  end
  assign io_sio_txdata_valid = TXConvert_WritingSignal;
  assign when_UART_APB_l92 = (! TXConvert_WritingSignal);
  assign when_UART_APB_l97 = ((TXConvert_counter != AccessWidth) || (io_sio_txdata_ready == 1'b0));
  always @(*) begin
    RXConvert_ReadingSignal = 1'b0;
    if(when_UART_APB_l114) begin
      RXConvert_ReadingSignal = 1'b1;
    end
  end
  assign when_UART_APB_l114 = ((((io_apb_PADDR == 4'b1100) && (io_apb_PENABLE == 1'b1)) && (io_apb_PWRITE == 1'b0)) && (io_apb_PSEL[0] == 1'b1));
  always @(*) begin
    io_sio_rxdata_ready = 1'b0;
    if(when_UART_APB_l137) begin
      io_sio_rxdata_ready = 1'b1;
    end
  end
  assign when_UART_APB_l121 = (ByteOrder == 1'b0);
  assign when_UART_APB_l137 = ((RXConvert_counter != _zz_when_UART_APB_l137) && RXConvert_ReadingSignal);
  assign when_UART_APB_l144 = (RXConvert_counter != _zz_when_UART_APB_l144);
  assign when_UART_APB_l152 = (CtrConvert_AccCfg != CtrConvert_LstCfg);
  always @(posedge clk or negedge resetn) begin
    if(!resetn) begin
      ByteOrder <= 1'b0;
      AccessWidth <= 2'b00;
      CtrConvert_WPort <= 32'h0;
      TXConvert_counter <= 2'b00;
      RXConvert_counter <= 3'b000;
      RXConvert_rxdata <= 32'h0;
      io_sio_reg_ClkDiv <= 16'h0;
    end else begin
      ByteOrder <= CtrConvert_WPort[25];
      AccessWidth <= CtrConvert_WPort[27 : 26];
      CtrConvert_WPort[24] <= 1'b0;
      if(when_UART_APB_l92) begin
        TXConvert_counter <= 2'b00;
      end
      if(TXConvert_WritingSignal) begin
        if(io_sio_txdata_ready) begin
          TXConvert_counter <= (TXConvert_counter + 2'b01);
        end
      end
      if(when_UART_APB_l121) begin
        case(RXConvert_counter)
          3'b000 : begin
            RXConvert_rxdata[7 : 0] <= io_sio_rxdata_payload;
          end
          3'b001 : begin
            RXConvert_rxdata[15 : 8] <= io_sio_rxdata_payload;
          end
          3'b010 : begin
            RXConvert_rxdata[23 : 16] <= io_sio_rxdata_payload;
          end
          3'b011 : begin
            RXConvert_rxdata[31 : 24] <= io_sio_rxdata_payload;
          end
          default : begin
          end
        endcase
      end else begin
        case(RXConvert_counter)
          3'b000 : begin
            RXConvert_rxdata[31 : 24] <= io_sio_rxdata_payload;
          end
          3'b001 : begin
            RXConvert_rxdata[23 : 16] <= io_sio_rxdata_payload;
          end
          3'b010 : begin
            RXConvert_rxdata[15 : 8] <= io_sio_rxdata_payload;
          end
          3'b011 : begin
            RXConvert_rxdata[7 : 0] <= io_sio_rxdata_payload;
          end
          default : begin
          end
        endcase
      end
      if(when_UART_APB_l137) begin
        if(io_sio_rxdata_valid) begin
          RXConvert_counter <= (RXConvert_counter + 3'b001);
        end
      end
      if(RXConvert_ReadingSignal) begin
        if(!when_UART_APB_l144) begin
          RXConvert_counter <= 3'b000;
        end
      end
      if(when_UART_APB_l152) begin
        TXConvert_counter <= 2'b00;
        RXConvert_counter <= 3'b000;
      end
      case(io_apb_PADDR)
        4'b0000 : begin
          if(busCtr_doWrite) begin
            CtrConvert_WPort <= io_apb_PWDATA[31 : 0];
          end
        end
        4'b0100 : begin
          if(busCtr_doWrite) begin
            io_sio_reg_ClkDiv <= io_apb_PWDATA[15 : 0];
          end
        end
        default : begin
        end
      endcase
    end
  end
  always @(posedge clk) begin
    CtrConvert_LstCfg <= CtrConvert_AccCfg;
  end
endmodule
```
`/design/flow/run.sh`:
```
#!/bin/bash
# OpenROAD 26Q1-2900-gdf79404cd8, Yosys 0.63+post, stock flow scripts
make -C /OpenROAD-flow-scripts/flow DESIGN_CONFIG=/design/flow/config.mk WORK_HOME=/design/flow/orfs finish
```
`/design/flow/config.mk`:
```
export PLATFORM = sky130hd
export DESIGN_NAME = UART_APB
export DESIGN_NICKNAME = UART_APB
export VERILOG_FILES = /design/flow/design.v
export SDC_FILE = /design/flow/constraint.sdc
export NUM_CORES = 4
export LEC_CHECK = 1
export CORE_UTILIZATION = 30
```
`/design/flow/constraint.sdc`:
```
current_design UART_APB

set clk_period 10.0
set clk_io_pct 0.2

create_clock -name clk0 -period $clk_period [get_ports {clk}]

set non_clock_inputs [all_inputs -no_clocks]
set_input_delay [expr $clk_period * $clk_io_pct] -clock clk0 $non_clock_inputs
set_output_delay [expr $clk_period * $clk_io_pct] -clock clk0 [all_outputs]
```
==> flow_metrics.tcl <==
# metrics dict for downstream scripts
set metrics [dict create \
    outcome "complete, no violations" \
    gp_congestion 0.825 \
    syn_area_um2 3830 \
    area_growth_pct 46.2 \
    critPathKind "input pin to output port" \
    yosysChipArea_um2 3830 \
    layout_setup_ws_ns 3.84 \
    clockBufferDepth 2 \
    min_path_type "flop to flop" \
    grt_antenna_before_repair 0 \
    num_antenna_cells 0 \
    overflow 0 \
    worst_ep_required_time_ns 8.00 \
    syn_area_per_cell_um2 12.4 \
    place_hpwl_um 8400 \
    root_buffer "clkbuf_16" \
    initial_core_util 0.314 \
    adder_share 0.0327 \
    dr.pass1.iters 5 \
    min_period_ns 6.16 \
    edf_count 0 \
    maxCapViolCount 0 \
    wl_um 10900 \
    slew_violations 0 \
    synthArstFlopShare 0.958 \
    synthSimpleGateAreaFrac 0.0715 \
    dpl_worst_slack_ns 3.82 \
    drt_iter0_markers 138 \
    syn_inst 310 \
    synthTopLogicFamily "multiplexers" \
    vias 3001 \
    wire_per_inst_um 18.2 \
    ys.flop_type "dfrtp_1" \
    grt_max_degree 47 \
    clock_skew_ns 0.00578 \
    cts_tree "done" \
    hold_violations 0 \
    grt_use_total 0.176 \
    whs_path_depth 0 \
    wl_met1_um 4670 \
    drc 0 \
    finalSetupTns_ns 0 \
    fp.dieW_um 115 \
    clkLatencyLatePin_ns 0.33 \
    ys_seq_frac 0.460 \
    ys_sh_mux 0.241 \
    cts-resized-gates 0 \
    avgViaCountPerCell 4.99 \
    grt_pass1_vias 3036 \
    final_area_um2 5600 \
    max-vdd-ir-drop_mv 0.0737 \
    p_leak_nw 2.44 \
    post-cts-setup-buffers 0 \
    period_used_share 0.616 \
    ys_warn_count 1 \
    cts.sinks 71 \
    arrival_ns 4.16 \
    setup_viol 0 \
    ys_cells 310 \
    ys_seq_elements 71 \
    row_count 40 \
    wl_met2_um 5150 \
    io_buffers 129 \
    worstMarginPinSlew_ns 0.816 \
    yosys.cell_types.count 36 \
    synth_area_leader_cell "dfrtp_1" \
    warnings 31 \
    cts.clk_slew.worst_paths_ns 0.05 \
    io_pins 131 \
    yosys.area_share.aoi 0.109 \
    rsz0062_at_grt "no" \
    place_area_um2 5240 \
    htreeDepth 3 \
    grt_pass1_wl_um 17100 \
    critPathMaxFanout 33 \
    xor_share 0.0229 \
    top_layer "met4" \
    worstSetupEndpointType "output port" \
    finalHoldWorstSlack_ns 0.367 \
    cts_made_buffers 9 \
    die_h_um 115 \
    start_kind "input pin" \
    dr_wl_met3_um 825 \
    fmax_mhz 162 \
    top_area_frac 0.444 \
    die_area_um2 13200 \
    drive_gt1_frac 0.152 \
    worstRegToRegCells 3 \
    cts-hold-fix-buffers 0 \
    core_area_um2 12200 \
    area_leaders "dfrtp_1, mux2_1, mux2_2, mux4_2, a222oi_1" \
    slew_headroom 0.454 \
    ant_nets 0 \
    p_per_area_nw_per_um2 166 \
]
## routing by layer
metal  GRT usage  vias up
li1            -     1382
met1       0.258     1489
met2       0.273      110
met3      0.0424       20
met4      0.0381        0
met5           0        -
## per-stage QoR
stage	utilization	std cells	total power, mW
after floorplan	-	310	0.448
after global placement	0.429	586	0.548
after detailed placement	0.429	586	0.552
after CTS	0.458	602	0.941
after global routing	0.458	602	0.973
final	0.458	602	0.929
## worst max-delay path, cell delays in order
cell and delay (ns):
clkdlybuf4s50_1 0.63, nor4bb_4 0.33, buf_4 0.36, nand4b_1 0.18
nor2b_1 0.18, clkdlybuf4s50_1 0.48
## cell type report
type                            instances  area [um^2]
Inverter                               21         78.8
Timing Repair Buffer                  135         1330
Fill cell                            1143         6610
Clock inverter                          6          133
Sequential cell                        71         1760
Multi-Input combinational cell        191         1850
Tap cell                              168          210
Clock buffer                           10          229
## worst paths after layout
kind	start	to	slack (ns)
worst max-delay path	io_apb_PADDR[3]	io_sio_rxdata_ready	3.84
worst min register to register	CtrConvert_WPort[27]	AccessWidth[1]	0.37
min in group asynchronous	resetn	io_sio_reg_ClkDiv[11]	1.65
max in group asynchronous	resetn	RXConvert_rxdata[5]	7.37
worst max register to register	ByteOrder	RXConvert_rxdata[23]	8.03
worst min-delay path	CtrConvert_WPort[27]	AccessWidth[1]	0.37
## power by group
| part | internal (mW) | switching (mW) |
|---|---|---|
| Clock | 0.268 | 0.116 |
| Combinational | 0.111 | 0.0519 |
| Sequential | 0.340 | 0.0414 |
## logic make-up (layout without fill, tap and decap cells)
kind of cell	Yosys count	in the layout
xor gates and xnor gates	10	10
AOI/OAI and AO/OA	47	47
other	1	1
and+or+nand+nor	49	49
muxes	74	74
adders and majority gates	10	10
buffers and inverters	48	172
DFF	71	71
## state kept, by name, summed over array words and instances, names as in the netlist
name	count
io_sio_reg_RXThreshold	4
io_sio_reg_TXThreshold	4
AccessWidth	2
ByteOrder	1
CtrConvert_LstCfg	3
TXConvert_counter	2
io_sio_reg_ClkDiv	16
RXConvert_counter	3
RXConvert_rxdata	32
CtrConvert_WPort	3
io_sio_reg_ROverRun	1
## synth_stat cells, types with 3 or more instances
cell,count
a22o_1,18
inv_1,21
nor2b_1,3
mux2i_1,5
dfxtp_1,3
buf_4,12
nand2_1,21
mux4_2,8
a222oi_1,16
xnor2_1,6
buf_2,4
mux2_2,29
xor2_1,4
a22oi_1,10
ha_1,10
and3_1,3
dfrtp_1,68
and2_1,6
mux2_1,30
nor2_1,5
clkbuf_1,9
## cells in the final DEF (no fill, tap or decap), drive strengths merged, types with 6 or more instances in the layout
cell and count:
clkbuf 10, and2 6, dfrtp 68, a22o 18, mux2i 7, xnor2 6, ha 10, buf 7
a222oi 16, mux4 8, a22oi 10, nor2 6, mux2 59, inv 21, nand2 21, clkdlybuf4s50 128
Power is estimated from default activity; no workload was simulated.
